===== flow/run.sh =====
#!/bin/bash
# OpenROAD 26Q1-2900-gdf79404cd8, Yosys 0.63+post, stock flow scripts
make -C /OpenROAD-flow-scripts/flow DESIGN_CONFIG=/design/flow/config.mk WORK_HOME=/design/flow/orfs finish

===== flow/constraint.sdc =====
current_design RegisterFile

set clk_period 2.3
set clk_io_pct 0.2

create_clock -name clk0 -period $clk_period [get_ports {clk}]

set non_clock_inputs [all_inputs -no_clocks]
set_input_delay [expr $clk_period * $clk_io_pct] -clock clk0 $non_clock_inputs
set_output_delay [expr $clk_period * $clk_io_pct] -clock clk0 [all_outputs]

===== flow/design.v =====
`timescale 1ns / 1ps
module RegisterFile(
    input clk,
    input reset,
    input RegisterFileWrite,
    input [15:0] sw_i,
    input [4:0] rs1, rs2, rd,
    input [31:0] WriteData,
    output reg [31:0] rs1_data, rs2_data
);
reg [31:0] register[31:0];
integer  ith_register;
always@(posedge clk or negedge reset) begin
    if(!reset) begin
    for(ith_register = 0; ith_register < 32; ith_register = ith_register + 1) begin
        register[ith_register]=ith_register;
    end
    end
    else if(RegisterFileWrite) begin
        register[rd]<=WriteData;
    end
end
always@(negedge clk)
begin
    rs1_data <= (rs1 == 5'b0) ? 32'b0 : register[rs1];
    rs2_data <= (rs2 == 5'b0) ? 32'b0 : register[rs2];
end
endmodule

===== flow/config.mk =====
export PLATFORM = sky130hd
export DESIGN_NAME = RegisterFile
export DESIGN_NICKNAME = RegisterFile
export VERILOG_FILES = /design/flow/design.v
export SDC_FILE = /design/flow/constraint.sdc
export NUM_CORES = 4
export LEC_CHECK = 1
export CORE_UTILIZATION = 40

==> datasheet_impl.txt <==
Characteristics after synthesis and place and route

Parameter                              Value

Run status
  Run status    finished with violations
  Failing checks    negative setup slack

Power and ir drop
  Leakage power of the design    33.5 nW
  Ratio of total power to cell area    764 mW/mm^2
  Worst ir drop on vdd    658 uV
  Power Total    57.8 mW

Logic synthesis
  Cell total in the yosys stat output    4280
  Average cell area after synthesis    11.9 sq um
  Area fraction in full adders, half adders and majority gates    0%
  Primary FF master, synth    sky130_fd_sc_hd__dfrtp_1
  Main area contributors    sky130_fd_sc_hd__dfrtp_1 45%, sky130_fd_sc_hd__mux2_2 21%, sky130_fd_sc_hd__a22oi_1 12%
  Mapped cell area    0.0509 sq mm
  Proportion of netlist area held by the largest area contributor    44.8%
  Total cell area reported by yosys after synthesis    0.0509 sq mm
  Share of the yosys chip area belonging to registers    51.5%
  Mux cell area share    22.2%
  Synth area leader    sky130_fd_sc_hd__dfrtp_1
  Flops after synth    1056
  Asr flop ratio synth    93.9%
  Synthesized netlist cell count    4280
  AND-OR/OR-AND Cells, Area Fraction    15.8%
  Warnings from Yosys    2
  EDFF count, synth    0
  Cell variety after synth    63
  Share of the synthesized netlist area taken by xor and xnor gates    0%
  Area share of and/or/nand/nor cells after synthesis    6.61%
  Dominant kind of combinational cell    multiplexers

Critical path
  Critical path fanouts, max    2
  Kind of end point of the critical path    register
  Reg-to-reg critical path startpoint    register[21][27]$_DFFE_PN0P_
  Arrival time at the worst endpoint    2.37 ns
  CP Launch Type    register
  Cell type of the slowest stage on the worst timing path    sky130_fd_sc_hd__dfrtp_1
  Worst r2r path cells    6
  Kind of critical path    register to register
  Library cell appearing most often on the critical path    sky130_fd_sc_hd__nor3_2
  Largest stage delay, worst path    0.40 ns
  Worst Path Required    1.76 ns
  End of the worst register-to-register path    rs2_data[27]$_SDFF_NN0_
  Cell breakdown of the critical path    mux2i_2 -> nor3_2 -> a221oi_2 -> o2111ai_2 -> nor3_2 -> a21oi_1
  Setup slack of the worst register-to-register path    -0.61 ns

Final timing
  Worst hold slack across all endpoints    0.190 ns
  Worst path setup slack after routing    -0.615 ns
  Total of endpoints with negative setup slack in the final report    128
  Number of hold violations in the final report    0
  Clk_skew    0.0683 ns
  Transition time at the pin with the least slew margin    0.720 ns
  Total Negative Setup Slacks    -57.89 ns
  Number of pins with negative max-slew slack in the final report    0
  RSZ-0062 raised after global routing    yes
  Normalized max-slew margin    51.4%

Placed design
  Number of cells in the design after placement    6712
  Routability Congestion    1.06
  Dpl hpwl    194000 um
  PortBufs    113

Job
  Stage-log warning count    108
  Max-capacitance violation count    0

Route
  Post-detailed-route DRC marker count    0
  Via count    48800
  Total routed wirelength    295000 um
  Vias/cell    6.67
  Post-DRT Antenna Nets    0
  DR WL/cell    40.4 um
  Number of DRC markers after the initial detailed-route iteration    5588
  Number of iterations in the first detailed-routing pass    6

Global route
  Antenna violations before repair    5
  Wire length of the first global-routing pass    400000 um
  Total Routing Usage GR    47.2%
  Total congestion overflow    0
  Pin count of the biggest net entering global routing    94
  Via count of the first global-routing pass    48100

Die
  Core utilization at floorplan    40.5%
  Die height    359 um
  Number of top-level pins    130
  Core region area    0.126 sq mm
  Horizontal die size    359 um
  Die area    0.129 sq mm
  Number of cell rows    130

Clock tree
  Clock sink count    1056
  Number of buffers created by CTS    119
  Number of levels the H-tree was split into    3
  TritonCTS clock tree    built
  Register clock-pin slew on the reported worst setup and hold paths    0.06 ns
  Buffers from clock root to sink, at most    3
  Clock Tree Root    sky130_fd_sc_hd__clkbuf_16
  Clk latency late pin    0.80 ns

Finish
  Layout area overhead    48.5%
  Filler Cell Count    9700
  Count of placed standard cells in the final layout, fillers left out    7311
  Proportion of layout cells with a drive suffix above 1    57.2%

Worst hold path
  Worst min-delay path class    primary input to asynchronous set/reset pin
## sequential cells by signal (all words and copies together), names as in the netlist
name,flops
register,992
rs2_data,32
rs1_data,32
## repair_timing
action,in CTS,in global routing
cloned,15,6
resized,781,223
hold buffers,1,0
pin swaps,290,239
setup buffers,237,78
endpoints found under the hold margin,200,0
endpoints found under the setup margin,128,128
## worst max-delay path by stage
stage / from / to / slack [ns]
4_1_cts: rs2_data[24]$_SDFF_NN0_ / rs2_data[24] / -0.57
6_report: register[21][27]$_DFFE_PN0P_ / rs2_data[27]$_SDFF_NN0_ / -0.61
5_1_grt: rs2[0] / rs2_data[12]$_SDFF_NN0_ / -0.61
## metal layers
layer	part of all wire, %	global-route usage (%)
met2	40	62.1
met4	8.0	25.8
met3	17	26.7
met5	0.10	0.703
met1	36	62.1
## power by group
group	total, mW	internal, mW	switching, mW
clock	21.6	12.6	8.97
sequential	26.0	22.5	3.51
combinational	10.2	5.83	4.39
total	57.8	40.9	16.9
## cells by family after synthesis
logic type | Yosys count
and+or+nand+nor | 671
DFF | 1056
AOI/OAI and AO/OA | 1110
buffers and inverters | 436
muxes | 1007
## cell usage after synthesis (18+ instances only)
cell,n
sky130_fd_sc_hd__a31oi_1,18
sky130_fd_sc_hd__nand4_1,102
sky130_fd_sc_hd__nor4_1,22
sky130_fd_sc_hd__nor2_1,111
sky130_fd_sc_hd__nand2_1,207
sky130_fd_sc_hd__a21oi_1,127
sky130_fd_sc_hd__mux2_1,30
sky130_fd_sc_hd__buf_4,23
sky130_fd_sc_hd__nand2b_1,18
sky130_fd_sc_hd__buf_1,29
sky130_fd_sc_hd__dfrtp_1,912
sky130_fd_sc_hd__nor3_1,74
sky130_fd_sc_hd__clkbuf_1,163
sky130_fd_sc_hd__mux2i_1,18
sky130_fd_sc_hd__a22o_1,18
sky130_fd_sc_hd__a22oi_1,801
sky130_fd_sc_hd__dfxtp_1,64
sky130_fd_sc_hd__buf_2,209
sky130_fd_sc_hd__a222oi_1,34
sky130_fd_sc_hd__dfstp_2,80
sky130_fd_sc_hd__nand3_1,56
sky130_fd_sc_hd__mux2_2,959
sky130_fd_sc_hd__o21ai_0,52
## critical path: cells and delay by family (launching register included)
kind             cells  cell delay, ns
multiplexers         1            0.27
AND/OR/NAND/NOR      2            0.28
flip-flops           1            0.40
AND-OR/OR-AND        3            0.63
## through the flow
step	utilization (%)	area, sq um	worst slack [ns]
after floorplan	-	51700	-0.655
after global placement	51.3	64600	-1.90
after detailed placement	51.3	64600	-1.85
after CTS	58.7	73900	-0.572
after global routing	60.1	75600	-0.606
final	60.1	75600	-0.615
## layout by cell type (no fill, tap or decap), drive strengths merged, types with 15 or more instances in the layout
cell type / instances
dfstp: 80
buf: 1456
nand2: 210
nor3: 80
dfxtp: 64
nor4: 24
nor2: 123
clkbuf: 166
a21oi: 127
a31oi: 18
a22oi: 801
clkinv: 27
mux2i: 18
nand3: 56
a222oi: 34
inv: 85
nand4: 102
nand2b: 18
a22o: 18
dfrtp: 912
mux2: 989
o21ai: 52
bufinv: 15
clkdlybuf4s50: 38
## final cells by class
| type | count | area [sq um] | area share [%] |
|---|---|---|---|
| sequential | 1056 | 26300 | 34.7 |
| multi-input combinational | 2790 | 25400 | 33.5 |
| timing repair buffer | 1503 | 17300 | 22.8 |
| clock buffer | 159 | 3540 | 4.68 |
| tap | 1650 | 2060 | 2.73 |
| clock inverter | 132 | 1050 | 1.39 |
| inverter | 9 | 33.8 | 0.0447 |
| antenna | 12 | 30.0 | 0.0397 |
Power figures rest on the tool's default switching activity, not on a simulated workload.
