File: flow/design.v
`timescale 1ns / 1ps
module seg7x16(
    input clk,          
    input rstn,         
    input display_mode,
    input [63:0] i_data,  
    output [7:0] o_seg,  
    output [7:0] o_sel   
);
    reg [14:0] cnt;
    wire seg7_clk;
    always @ (posedge clk, negedge rstn) begin
        if (!rstn)
            cnt <= 0;
        else
            cnt <= cnt + 1'b1;
    end
    assign seg7_clk = cnt[14];
    reg [2:0] seg7_addr;  
    always @ (posedge seg7_clk, negedge rstn) begin
        if (!rstn)
            seg7_addr <= 0;
        else
            seg7_addr <= seg7_addr + 1'b1;
    end
    reg [7:0] o_sel_r;
    always @ (*) begin
        case(seg7_addr)
            7: o_sel_r = 8'b01111111;
            6: o_sel_r = 8'b10111111;
            5: o_sel_r = 8'b11011111;
            4: o_sel_r = 8'b11101111;
            3: o_sel_r = 8'b11110111;
            2: o_sel_r = 8'b11111011;
            1: o_sel_r = 8'b11111101;
            0: o_sel_r = 8'b11111110;
            default: o_sel_r = 8'b11111110;
        endcase
    end
    reg [63:0] i_data_store;
    always @ (posedge clk, negedge rstn) begin
        if (!rstn)
            i_data_store <= 0;
        else
            i_data_store <= i_data;
    end
    reg [7:0] seg_data_r;
    always @ (*) 
    if(display_mode==1'b0) begin 
        case(seg7_addr)
            0: seg_data_r = i_data_store[3:0];
            1: seg_data_r = i_data_store[7:4];
            2: seg_data_r = i_data_store[11:8];
            3: seg_data_r = i_data_store[15:12];
            4: seg_data_r = i_data_store[19:16];
            5: seg_data_r = i_data_store[23:20];
            6: seg_data_r = i_data_store[27:24];
            7: seg_data_r = i_data_store[31:28];
            default: seg_data_r = 8'hFF;
        endcase
    end
    else begin 
    case(seg7_addr)
   0:seg_data_r=i_data_store[7:0];
   1:seg_data_r=i_data_store[15:8];
   2:seg_data_r=i_data_store[23:16];
   3:seg_data_r=i_data_store[31:24];
   4:seg_data_r=i_data_store[39:32];
   5:seg_data_r=i_data_store[47:40];
   6:seg_data_r=i_data_store[55:48];
   7:seg_data_r=i_data_store[63:56];
   endcase 
   end
    reg [7:0] o_seg_r;
    always @ (posedge clk, negedge rstn) begin
        if (!rstn)
            o_seg_r <= 8'hFF;
        else if(display_mode==1'b0) begin
            case(seg_data_r)
                4'h0: o_seg_r <= 8'hC0;
                4'h1: o_seg_r <= 8'hF9;
                4'h2: o_seg_r <= 8'hA4;
                4'h3: o_seg_r <= 8'hB0;
                4'h4: o_seg_r <= 8'h99;
                4'h5: o_seg_r <= 8'h92;
                4'h6: o_seg_r <= 8'h82;
                4'h7: o_seg_r <= 8'hF8;
                4'h8: o_seg_r <= 8'h80;
                4'h9: o_seg_r <= 8'h90;
                4'hA: o_seg_r <= 8'h88;
                4'hB: o_seg_r <= 8'h83;
                4'hC: o_seg_r <= 8'hC6;
                4'hD: o_seg_r <= 8'hA1;
                4'hE: o_seg_r <= 8'h86;
                4'hF: o_seg_r <= 8'h8E;
                default: o_seg_r <= 8'hFF;
            endcase
        end
        else begin o_seg_r<=seg_data_r; 
        end
    end
    assign o_sel = o_sel_r;
    assign o_seg = o_seg_r;
endmodule
File: flow/run.sh
#!/bin/bash
# OpenROAD 26Q1-2900-gdf79404cd8, Yosys 0.63+post, stock flow scripts
make -C /OpenROAD-flow-scripts/flow DESIGN_CONFIG=/design/flow/config.mk WORK_HOME=/design/flow/orfs finish
File: flow/config.mk
export PLATFORM = sky130hd
export DESIGN_NAME = seg7x16
export DESIGN_NICKNAME = seg7x16
export VERILOG_FILES = /design/flow/design.v
export SDC_FILE = /design/flow/constraint.sdc
export NUM_CORES = 4
export LEC_CHECK = 1
export CORE_UTILIZATION = 50
File: flow/constraint.sdc
current_design seg7x16

set clk_period 4.3
set clk_io_pct 0.2

create_clock -name clk0 -period $clk_period [get_ports {clk}]

set non_clock_inputs [all_inputs -no_clocks]
set_input_delay [expr $clk_period * $clk_io_pct] -clock clk0 $non_clock_inputs
set_output_delay [expr $clk_period * $clk_io_pct] -clock clk0 [all_outputs]
==> Changelog: implementation <==
### Physical design

- Max stage delay cell, worst path: clkdlybuf4s50_1
- # Max-Cap Violations: 0
- Maximum vdd drop: 0.232 mV
- Reg-to-reg slack, setup: 2070 ps
- Most frequent cell after synthesis: dfrtp_1
- Register pins left without a clock: 3
- Design Power: 1.64 mW
- Max-area cell share: 0.571
- Starting Density: 0.523
- Ys flops: 90
- Congestion Overflow GR: 0
- HP Class: input pin to asynchronous set/reset pin
- Share of cells above drive strength 1: 0.103
- H-tree levels: 3
- # resized after CTS: 0
- Vias: 2,574
- Mapped Area: 3590 sq um
- Total CTS buffers: 9
- Number of global-route vias before repair: 2,695
- P&R area growth vs syn: 30.9%
- Crit-path leading delay family: AND-OR/OR-AND gates
- Clock buffer depth: 2
- Total Wirelength: 8.09 mm
- Core Footprint: 6870 sq um
- FILL cells: 502
- Static Leak: 1.98 nW
- Total GRT Usage: 0.246
- First DRT Iteration DRCs: 132
- Final Hold Vio Count: 0
- Critical path arrival: 3330 ps
- Power Density: 349 nW/um^2
- Placer Congestion: 0.875
- Setup TNS: 0 ps
- # DRC: 0
- Number of unconstrained endpoints: 11
- Finish-stage setup viols: 0
- Ys cells: 280
- Die Wd: 86.7 um
- WP data required: 4580 ps
- CP Buf/Inv Count: 3
- Cell area leaders: dfrtp_1 (57%), dfstp_2 (5.9%), ha_1 (4.5%), a22oi_1 (3.3%), xnor2_1 (2.7%)
- Synth area leader: dfrtp_1
- Post-Syn Instances: 280
- Initial antenna violation count: 0
- Outcome: complete, no violations
- Ant diodes: 0
- Clk Latency, worst-skew pair: 350 ps
- Metal3 WL: 504 um
- DR WL met2: 3.86 mm
- Final Max-Slew Violation Tally: 0
- Crit-path most repeated cell: inv_1
- Hold buffers post-CTS: 0
- Yosys cell types: 48
- DR top layer: met4
- # rows: 30
- Yosys stat area: 3590 sq um
- Top post-synthesis cells by count: dfrtp_1 (82), nand2_1 (19), a22oi_1 (16), nand3_1 (16), inv_1 (14)
- Pin count of the biggest net entering global routing: 54
- Global-route wire length before repair: 13.1 mm
- Slew headroom: 0.399
- Slew @ Worst Pin: 901 ps
- FF-to-FF Start: i_data_store[25]
- Ys Warns: 1
- Critical Path Source: display_mode
- Clk slew on worst S/H paths: 90 ps
- Clk root buf: clkbuf_8
- Metal-1 WL: 3.56 mm
- Setup Fix Bufs, Post-CTS: 0
- Mean area per synthesized cell: 12.8 sq um
- Tally of OpenROAD warnings: 35
- RSZ-0062 raised after global routing: false
- DIE AREA: 7520 sq um
- Post-route minimum period: 3050 ps
- Vias per cell: 5.54
- Fmax: 328 MHz
- Post-synth EDFFs: 0
- Post-DRT Antenna Nets: 0
- Top_reg_cell synth: dfrtp_1
- Critical path peak fanout: 7
- Port Buf Inserts: 82
- Ys async rst share: 1.00
- CTS tree: yes
- Crit path cell chain: clkdlybuf4s50_1 -> inv_1 -> a221oi_1 -> nand3_1 -> a22oi_1 -> inv_1 -> ha_1 -> a21boi_0 -> a211o_1 -> a32oi_1
- Hpwl dp: 5.61 mm
- Wire length per cell: 17.4 um
- Worst setup path class: input pin to flop
- Tcrit/Tclk final: 0.709
- Crit path largest cell delay: 570 ps
- Die height: 86.7 um
- First drt pass iteration count: 4
- Sequential share of the synthesized area: 0.630
- Critical Path Sink Type: flop
- Clock skew: 14.4 ps
- Startpoint types: input pin
- I/O pin count: 83
-- report_power, final --
group	total (mW)	switching, mW	internal (mW)
sequential	0.880	0.0175	0.862
combinational	0.140	0.0530	0.0874
clock	0.621	0.278	0.343
-- state kept, by name (all words and copies together), names as in the netlist --
signal and flops:
seg7_addr 3, cnt 15, i_data_store 64, o_seg_r 8
-- cell type report --
class,instances,area (sq um),area share
timing repair buffer,85,841,0.179
clock buffer,11,141,0.0301
multi-input combinational,164,1200,0.256
sequential,90,2260,0.481
inverter,14,52.6,0.0112
clock inverter,5,81.3,0.0173
tap,96,120,0.0255
-- logic make-up (layout without fill, tap and decap cells) --
family,after synthesis,count (layout),share of synthesized area
buffers and inverters,26,115,0.0348
multiplexers,4,4,0.0122
adder cells (fa/ha/maj),13,13,0.0453
flip-flops,90,90,0.630
AND/OR/NAND/NOR,62,62,0.0923
XOR/XNOR,13,13,0.0317
AND-OR/OR-AND,72,72,0.154
-- metal layers --
metal	up-vias	global-route usage
li1	1189	-
met4	0	0.0576
met5	-	0
met1	1266	0.365
met2	107	0.386
met3	12	0.0657
-- placed cells by master (no fill, tap or decap), types with 4 or more instances in the layout --
master and n:
dfrtp_1 82, dfstp_2 8, a21oi_1 11, nor2_1 6, clkbuf_8 10, a22oi_1 16, clkdlybuf4s50_1 81, nand2_1 19
nand4_1 5, a221oi_1 8, xnor2_1 11, buf_4 4, inv_1 14, nand3_1 16, o21ai_0 6, a222oi_1 5
ha_1 13
-- metrics by stage --
stage	std cells	area [sq um]	setup slack [ps]	util	hold WS [ps]
2_1_floorplan	280	3590	1740	-	437
3_3_place_gp	449	4480	1020	0.652	453
3_5_place_dp	449	4480	904	0.652	458
4_1_cts	465	4700	1270	0.685	473
5_1_grt	465	4700	1010	0.685	478
6_report	465	4700	1250	0.685	457
-- worst paths after layout --
path                       cells after the start                to
max                                           10        o_seg_r[4]
min                                            1            cnt[2]
max reg2reg                                    9        o_seg_r[4]
min reg2reg                                    1            cnt[5]
max in group asynchronous                      2  i_data_store[12]
min in group clk0                              1            cnt[5]
No activity file was given, so power comes from the tool's default toggle rates.
