## ./design.v

```verilog
`timescale 1ns / 1ps
module dataMemory    (
    input clk,
    input rstn,
    input dataMemoryWrite,
    input [5:0] address,
    input [31:0] dataIn,
    input [2:0] dataMemoryType,
    output reg[31:0]dataOut
);
reg [7:0]data[31:0];
integer  ith_register;
always@ (posedge clk or negedge rstn)begin
    if(!rstn)
    for(ith_register = 0; ith_register < 32; ith_register = ith_register + 1) begin
        data[ith_register]=8'b0;
    end
    else if(dataMemoryWrite)
    begin
    case(dataMemoryType)
    3'b011: data[address]<=dataIn[7:0];
    3'b001: begin
        data[address]<=dataIn[7:0];
        data[address+1]<=dataIn[15:8];
    end 
    3'b000: begin 
        data[address]<=dataIn[7:0];
        data[address+1]<=dataIn[15:8];
        data[address+2]<=dataIn[23:16];
        data[address+3]<=dataIn[31:24];
    end
    endcase
    end
end
always@(*)
begin
    case(dataMemoryType)
    3'b011: begin
    dataOut={{24{data[address][7]}}, data[address][7:0]};
    end
    3'b001: begin
        dataOut={data[address+1][7:0],data[address][7:0]};
    end 
    3'b000: begin 
        dataOut={data[address+3][7:0],data[address+2][7:0],data[address+1][7:0],data[address][7:0]};
    end
    endcase
end
endmodule
```

## ./run.sh

```bash
#!/bin/bash
# OpenROAD 26Q1-2900-gdf79404cd8, Yosys 0.63+post, stock flow scripts
make -C /OpenROAD-flow-scripts/flow DESIGN_CONFIG=/design/flow/config.mk WORK_HOME=/design/flow/orfs finish
```

## ./config.mk

```make
export PLATFORM = sky130hd
export DESIGN_NAME = dataMemory
export DESIGN_NICKNAME = dataMemory
export VERILOG_FILES = /design/flow/design.v
export SDC_FILE = /design/flow/constraint.sdc
export NUM_CORES = 4
export LEC_CHECK = 1
export CORE_UTILIZATION = 50
```

## ./constraint.sdc

```tcl
current_design dataMemory

set clk_period 2.4
set clk_io_pct 0.2

create_clock -name clk0 -period $clk_period [get_ports {clk}]

set non_clock_inputs [all_inputs -no_clocks]
set_input_delay [expr $clk_period * $clk_io_pct] -clock clk0 $non_clock_inputs
set_output_delay [expr $clk_period * $clk_io_pct] -clock clk0 [all_outputs]
```

==> Slide: Implementation Results <==
Key Metrics from the Run

CTS
  – H-tree Lvls: 2
  – Clock buffer depth: 3
  – TritonCTS buffer count: 35
  – Buffer count from post-CTS setup fixing: 0
  – Clock Tree Root: clkbuf_16

Synthesis
  – Synth area leaders: dfrtp_1 19%, a21oi_1 8.9%, mux2i_1 6.7%
  – Post-synth EDFFs: 0
  – Avg Cell Area, Syn: 6.94 sq um
  – Synthesized cell area: 33900 sq um
  – Ys Warns: 2
  – Top FF cell, synth: dfrtp_1
  – Synth flops: 288
  – Cell variety after synth: 99
  – Synthesized instance count: 4884
  – Cell type with the largest total area: dfrtp_1
  – Yosys top cell area share: 18.9%
  – Yosys stat cell total: 4884
  – Async SR Flop Fraction: 88.9%
  – Chip Area, Yosys: 33900 sq um

Status
  – Outcome: stopped before the end
  – Stopped at: global routing
  – First Err: [ERROR GRT-0116] Global routing finished with congestion. Check the congestion regions in the DRC Viewer.

GRT
  – First-pass GRT wire length: 370000 microns
  – Total Routing Usage GR: 77.3%
  – Vias in the first global route: 48292
  – Pin count of the biggest net entering global routing: 57
  – Gr ovfl total: 11

Place
  – Dpl cells: 6228
  – HPWL Detailed: 176000 microns
  – Gp weighted congestion: 1.53
  – Port-buffer cells: 74

Floorplanning
  – Die Height: 262 microns
  – Row count: 95
  – Floorplan Utilization: 50.5%
  – Num ports: 76
  – DIE WIDTH: 262 microns

Timing
  – Number of unconstrained endpoints: 64
  – Register pins left without a clock: 32
## synth_stat cells (57+ instances only)
cell type and count:
a21oi_1 602, nor2_1 468, nand2_1 460, o21ai_0 432
clkbuf_1 350, dfrtp_1 256, a22oi_1 248, mux2i_1 228
nand3_1 212, a31oi_1 175, o211ai_1 154, buf_2 145
a211oi_1 129, nor3_1 113, a221oi_1 75, nor4_1 57
## cell families after synthesis
kind of cell / count (synthesis) / synth area share, %
buffers and inverters: 570 / 7.50
DFF: 256 / 18.9
and+or+nand+nor: 1559 / 21.9
latches: 32 / 1.42
xor gates and xnor gates: 6 / 0.332
AOI/OAI and AO/OA: 2190 / 41.8
muxes: 267 / 8.06
adders and majority gates: 4 / 0.148
## metal layers
metal | GRT usage (%) | overflow
met1 | 83.8 | 0
met2 | 88.3 | 5
met3 | 64.5 | 0
met4 | 67.3 | 6
met5 | 37.8 | 0
## through the flow
| step | cell area (sq um) | utilization, % | setup TNS (ps) | worst slack (ps) |
|---|---|---|---|---|
| 4_1_cts | 44000 | 65.5 | -598 | -62.3 |
| 3_5_place_dp | 42800 | 63.8 | -104560 | -649 |
| 3_3_place_gp | 42800 | 63.8 | -98020 | -657 |
| 2_1_floorplan | 34800 | - | -88410 | -648 |
## what timing repair did
item	CTS
setup endpoints to repair	23
hold buffers	1
resized	1
hold endpoints to repair	39
